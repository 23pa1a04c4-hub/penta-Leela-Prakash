### /design/flow/config.mk
export PLATFORM = sky130hd
export DESIGN_NAME = seqcheck
export DESIGN_NICKNAME = seqcheck
export VERILOG_FILES = /design/flow/design.v
export SDC_FILE = /design/flow/constraint.sdc
export NUM_CORES = 4
export LEC_CHECK = 1
export CORE_AREA = 10 10 70 70
export DIE_AREA = 0 0 80 80
### /design/flow/constraint.sdc
current_design seqcheck

set clk_period 2.3
set clk_io_pct 0.2

create_clock -name clk0 -period $clk_period [get_ports {clk}]

set non_clock_inputs [all_inputs -no_clocks]
set_input_delay [expr $clk_period * $clk_io_pct] -clock clk0 $non_clock_inputs
set_output_delay [expr $clk_period * $clk_io_pct] -clock clk0 [all_outputs]
### /design/flow/design.v
module seqcheck(clk,signal,reset,high);
input clk,signal,reset;
output reg high;
reg [2:0]clkcount;
reg [2:0]edgecount;
reg active;    
reg previous;
wire rising=(~previous)&signal;
always @(posedge clk or posedge reset)
begin
if(reset)
begin
previous<=0;
clkcount<=0;
edgecount<=0;  
active<=0;
high<=0;
end
else
begin
previous<=signal;
if(active)
begin
clkcount<=clkcount+1;  
if(rising)
begin
edgecount<=edgecount+1;
end
if(edgecount==3)  
begin
high<=1;
end
if(clkcount==5)  
begin
active<=0;
clkcount<=0;
edgecount<=0;
high<=1;
end
end
else
begin
if(rising)   
begin
active<=1;
clkcount<=1;
edgecount<=1;
high<=0;
end
end
end
end
endmodule
### /design/flow/run.sh
#!/bin/bash
# OpenROAD 26Q1-2900-gdf79404cd8, Yosys 0.63+post, stock flow scripts
make -C /OpenROAD-flow-scripts/flow DESIGN_CONFIG=/design/flow/config.mk WORK_HOME=/design/flow/orfs finish
==> results.ini <==
[run_status]
status = finished, final reports clean

[cells_and_area]
lay_top_count = dfrtp_1
instances_no_fill = 90
final_cell_mix = 9 x dfrtp_1, 4 x a21oi_1, 3 x nor2_1, 3 x clkbuf_4, 3 x clkdlybuf4s50_1
seq_area_um2 = 225.2
design_area_um2 = 528.0
fill_cells = 392
syn_to_final_growth_pct = 27.49
drive_above_1_share_pct = 20.45
mi_logic_area_um2 = 177.7

[clock_tree]
postCtsSetupBuffers = 0
clock.latency.late_pin_ns = 0.26
cts_buffer_depth = 2
clock_sinks = 9
cts_tree = built
cts_buffers = 3
ctsResizeCount = 0
clk_pin_slew_ns = 0.06
h-tree-depth = 1
cts-hold-fix-buffers = 0
cts_root_buffer = clkbuf_4

[worst_setup_path]
worstSetupStartpointType = flip-flop
crit_arrival_ns = 1.10
cp-endpoint = high
cp-end-kind = primary output
crit_cells = 1
startpoint = high
path_cells = clkdlybuf4s50_1
critPathBufInv = 1
reg2reg_to = edgecount[2]
critPathTopFamily = buffers and inverters
required_ns = 1.84
cpPeakStageDelay_ns = 0.48
reg2reg_slack_ns = 1.12
rr_worst_depth = 4
critPathSlowestCell = clkdlybuf4s50_1
worstSetupPathType = flip-flop to primary output
path_max_fanout = 3
r2r-start = edgecount[0]

[power]
p_int_w = 0.0004060
seq_power_share_pct = 47.7
ir_drop_mv = 0.7191
power_frac_comb_pct = 32.4
power.density_mw_per_mm2 = 1145
swShare_pct = 32.83
switchingPower_w = 0.0001984
p_leak_nw = 0.2183
pwr-share-clk_pct = 19.9
total_power_w = 0.0006044

[drt]
viasPerCell = 3.244
drt_first_pass_iters = 4
antenna-diode-count = 0
routed_wl_um = 698
wl_per_cell_um = 7.756
drc = 0
via_count = 292
drtAntennaViolNets = 0
drt_iter0_markers = 4

[synth]
yosys_area_um2 = 414.1
ys_seq_elements = 9
synth_stat.cells = 37
synth_area_leader_cell = dfrtp_1
yosysWarnings = 1
postSynthAreaPerCell_um2 = 11.19
synth_top_area_share_pct = 54.38
syn_area_um2 = 414.1
synth_seq_share_pct = 54.38
yosysUniqueCellTypes = 19
topCellsByArea = dfrtp_1 54%, ha_1 6.0%, a21oi_1 4.8%
synth_cells = 37

[place]
routabilityCongestion = 0.7817
dp_hpwl_um = 516.4
dpl.cell_count = 86
place_area_um2 = 501.7
portBuffers = 3

[final_timing]
setup_violations = 0
worstMarginPinSlew_ns = 0.3282
period_needed_ns = 1.564
grt_setup_unrepaired = no
period_used_pct = 67.99
finalHoldViolCount = 0
fin_tns_setup_ns = 0
fmax_mhz = 639.5
timing.slew.headroom_pct = 78.10
drv_slew = 0
skew_ns = 0.003497

[floorplan]
core-area_mm2 = 0.003416
fp_util_pct = 12.12
num_io_pins = 4
die_w_um = 80
die-area_mm2 = 0.006400
rows = 21
fp.dieH_um = 80

[grt]
grt_max_degree = 10
overflow = 0
antenna_found_initial = 0
grt_use_total_pct = 2.146
grt_pass1_vias = 265
grt_pass1_wl_um = 1138

[flow_run]
cap_violations = 0
tool_warnings = 25

[worst_hold_path]
hold_path_class = primary input to asynchronous set/reset pin

[power groups by stage]
stage | logic, W | registers, W | clock network [W]
4_1_cts | 0.000198 | 0.000288 | 0.000124
5_1_grt | 0.000224 | 0.000299 | 0.000134
6_report | 0.000196 | 0.000288 | 0.000120
[metrics by stage]
step	util (%)	worst slack (ns)	hold slack (ns)
finish	15.46	0.7363	0.4552
global route	15.46	0.6747	0.4913
CTS	15.46	0.7144	0.4630
detailed placement	14.69	0.6074	0.5045
global placement	14.69	0.6474	0.4919
floorplan	-	1.197	0.2879
[cells in the mapped netlist, drive strengths merged]
master	count
nor2b	1
nor2	3
nand2	2
nand2b	1
ha	2
nor3	2
o21ai	2
dfrtp	9
and3	1
a22o	1
nand3b	1
mux2i	1
nand4b	1
mux2	1
nand4	1
a21oi	4
inv	3
nor3b	1
[state kept, by name, summed over array words and instances, names as in the netlist]
| register | count |
|---|---|
| active | 1 |
| clkcount | 3 |
| high | 1 |
| edgecount | 3 |
| previous | 1 |
[logic make-up (layout without fill, tap and decap cells)]
group | count (synthesis) | count (layout) | share of synthesized area, %
AND/OR/NAND/NOR | 14 | 14 | 22.06
adder cells (fa/ha/maj) | 2 | 2 | 6.041
AND-OR/OR-AND | 7 | 7 | 9.668
buffers and inverters | 3 | 10 | 2.719
flip-flops | 9 | 9 | 54.38
multiplexers | 2 | 2 | 5.136
[how the worst min path moves through the flow]
stage / cells after the start / end / from
CTS: 2 / clkcount[2] / reset
global route: 2 / previous / reset
finish: 2 / high / reset
[routing by layer]
metal,vias to the layer above,part of all wire (%),GRT usage [%]
met5,-,0,0
met4,0,2.0,0.3521
met3,2,6.9,1.364
met2,6,44,2.889
met1,139,47,2.851
li1,145,-,-
[area by class of cell]
| class | instances | area share [%] |
|---|---|---|
| inverter | 3 | 2.133 |
| tap | 46 | 10.90 |
| timing repair buffer | 3 | 5.687 |
| clock buffer | 4 | 4.976 |
| multi-input combinational | 25 | 33.65 |
| sequential | 9 | 42.65 |
[worst register-to-register path: cells and delay by family, from the launching register on]
family	cells	cell delay [ns]
and+or+nand+nor	1	0.16
DFF	1	0.40
AOI/OAI and AO/OA	1	0.08
adders and majority gates	2	0.47
Power is estimated from default activity; no workload was simulated.
