<file path="config.mk">
export PLATFORM = sky130hd
export DESIGN_NAME = bitbalancer
export DESIGN_NICKNAME = bitbalancer
export VERILOG_FILES = /design/flow/design.v
export SDC_FILE = /design/flow/constraint.sdc
export NUM_CORES = 4
export LEC_CHECK = 1
export CORE_AREA = 10 10 70 70
export DIE_AREA = 0 0 80 80
</file>
<file path="constraint.sdc">
current_design bitbalancer

set clk_period 4.3
set clk_io_pct 0.2

create_clock -name clk0 -period $clk_period [get_ports {clk}]

set non_clock_inputs [all_inputs -no_clocks]
set_input_delay [expr $clk_period * $clk_io_pct] -clock clk0 $non_clock_inputs
set_output_delay [expr $clk_period * $clk_io_pct] -clock clk0 [all_outputs]
</file>
<file path="design.v">
module bitbalancer(a,reset,clk,count);
input [7:0]a;
input clk,reset;
output reg [3:0]count;
integer i;
reg [3:0]counting;
always @(posedge clk)
begin
if(reset)begin
count<=4'b000;
end
else
begin
counting=4'b000;
for(i=0;i<8;i=i+1)
begin
counting=counting+a[i];
end
count<=counting;
end
end
endmodule
</file>
<file path="run.sh">
#!/bin/bash
# OpenROAD 26Q1-2900-gdf79404cd8, Yosys 0.63+post, stock flow scripts
make -C /OpenROAD-flow-scripts/flow DESIGN_CONFIG=/design/flow/config.mk WORK_HOME=/design/flow/orfs finish
</file>
==> Changelog: implementation <==
## Implementation

* Slew Limit Fails at 0
* # Cells Yosys at 30
* Registers, synthesis at 4
* P per Cell Area at 316 nW/um2
* Via/cell ratio at 2.21
* Hold_buf cts at 0
* Vias at 203
* Most common logic cells in the final layout: 13 x inv_1, 13 x clkdlybuf4s50_1, 4 x fa_1, 4 x dfxtp_1
* Root buf cell: clkbuf_4
* Rel. slew slack at 0.887
* Core area at 3420 um2
* Layout Cells excl Fill at 92
* Hpwl dp at 557 um
* Ports at 14
* Hold Vio Cnt, Final at 0
* P_leak at 0.229 nW
* PostCTS Resize Cnt at 0
* Max reg flops at 4
* WP data arrival at 3.62 ns
* Area share, top type at 0.279
* Area grow syn2layout at 73.4%
* Peak Freq at 286 MHz
* Total Routing Usage GR at 0.0223
* Largest regs: count x4
* DR iter-0 viols at 4
* Final setup fails at 0
* Actual slew at the worst max-slew pin at 0.169 ns
* Largest net degree at the start of global routing at 5
* Post-synth top area cell: dfxtp_1
* Chip Area, Yosys at 287 um2
* Synthesized instance count at 30
* Vias in the first global route at 262
* Max Root-Sink Buffers at 2
* Synth area leaders: dfxtp_1 28%, fa_1 28%, inv_1 17%
* Period Utilization, post-route at 0.814
* Tightest Hold Check Type: primary input to register
* Layout cells sized above 1 at 0.0870
* Ys Warns at 1
* First-pass iteration count of the detailed router at 3
* Avg Inst Size Synth at 9.55 um2
* Tool Warnings at 25
* Number of diodes at 0
* Setup TNS at 0 ns
* Seq share, synth at 0.279
* # placed instances at 89
* GP Congestion at 0.771
* Post-route ant nets at 0
* First-pass GRT wire length at 1.16 mm
* Die Y at 80 um
* Worst vdd ir at 0.0590 mV
* Total gr overflow at 0
* Most flop-heavy register: count
* Cell Area, Synth at 287 um2
* Worst-path clk slew at 0.04 ns
* Status: finished, final reports clean
* CTS tree: done
* Clk sinks at 4
* Critical path class: primary input to register
* Port buffer count at 13
* Crit. End Element: register
* Unique masters post-synth at 9
* Routed WL at 616 um
* Crit Path Max Fanout at 2
* Worst EP required at 4.42 ns
* Fin crit period at 3.50 ns
* Antenna violations before repair at 0
* Site row count at 21
* CTS Buf Count at 3
* FP Util at 0.0839
* Die W at 80 um
* CP Launch Type: primary input
* Setup bufs post-CTS at 0
* DRC at 0
* Unrepaired setup endpoints after global routing: no
* WL/cell at 6.70 um
* H-tree depth at 1
* Die ar. at 6400 um2
* Max-cap violations at 0
kinds of logic (layout without fill, tap and decap cells):
group | Yosys count | after routing | share of synthesized area
AOI/OAI and AO/OA | 1 | 1 | 0.0175
xor gates and xnor gates | 1 | 1 | 0.0306
adders and majority gates | 7 | 7 | 0.411
buffers and inverters | 13 | 29 | 0.170
DFF | 4 | 4 | 0.279
and+or+nand+nor | 4 | 4 | 0.0917
power by group:
group	internal [mW]	leakage, nW	switching (mW)	total (mW)
Sequential	0.0455	0.0331	0.00169	0.0471
Clock	0.0312	0.0138	0.0147	0.0459
Combinational	0.0387	0.183	0.0252	0.0639
Total	0.115	0.229	0.0417	0.157
synth_stat cells, drive strengths merged:
master and count:
inv 13, dfxtp 4, fa 4, ha 3, nor2 2, a21oi 1, nor2b 1, nor3b 1
xor2 1
area by class of cell:
class	instances	area, um2
Fill cell	402	2920
Multi-Input combinational cell	13	158
Timing Repair Buffer	13	130
Sequential cell	4	80.1
Tap cell	46	57.6
Inverter	13	48.8
Clock buffer	3	22.5
final timing paths:
kind / startpoint / end / cells past startpoint / slack, ns
max: a[0] / count[2] / 11 / 0.80
min: reset / count[1] / 2 / 1.26
routing by layer:
| metal | track usage | part of all wire | vias to the layer above |
|---|---|---|---|
| met5 | 0 | 0 | - |
| met4 | 0.00704 | 0.028 | 0 |
| met3 | 0.0136 | 0.16 | 2 |
| met2 | 0.0249 | 0.22 | 16 |
| met1 | 0.0330 | 0.59 | 71 |
| li1 | - | - | 114 |
critical path, stage by stage:
cell	delay, ns
clkdlybuf4s50_1	0.45
inv_1	0.05
fa_1	0.55
fa_1	0.42
fa_1	0.43
inv_1	0.08
ha_1	0.16
inv_1	0.05
fa_1	0.38
xor2_1	0.14
nor2_1	0.05
stage by stage:
| step | hold WS [ns] | setup slack [ns] | power (mW) | util | area (um2) |
|---|---|---|---|---|---|
| after detailed placement | 1.49 | 0.566 | 0.112 | 0.139 | 474 |
| final | 1.26 | 0.800 | 0.157 | 0.145 | 497 |
| after global routing | 1.32 | 0.644 | 0.178 | 0.145 | 497 |
| after global placement | 1.48 | 0.582 | 0.111 | 0.139 | 474 |
| after floorplan | 0.927 | 1.12 | 0.0798 | - | 287 |
| after CTS | 1.26 | 0.807 | 0.161 | 0.145 | 497 |
No activity file was given, so power comes from the tool's default toggle rates.
