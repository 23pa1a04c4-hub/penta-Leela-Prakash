==> ./design.v <==
module lightchase(clk,enable,reset,l);
input clk,enable,reset;
output reg[6:0]l;
parameter s1=3'b000,s2=3'b001,s3=3'b010,s4=3'b011,s5=3'b100,s6=3'b101;
parameter delay=3; 
reg [3:0]cs,ns;
reg [2:0]count;
always @(posedge clk)
begin
if(reset)
begin
cs<=s1;
count<=0;  
end
else if(enable)
begin
if(count>=delay)
begin
cs<=ns;
count<=0;
end
else
begin
count<=count +1;  
end
end
end
always @ (*)
begin
case (cs)  
s1:ns=s2;
s2:ns=s3;
s3:ns=s4;
s4:ns=s5;
s5:ns=s6;
s6:ns=s1;
default:ns=s1;
endcase
end
always @(*)
begin
case (cs)
s1:l=6'b000001;    
s2:l=6'b000010;
s3:l=6'b000100;
s4:l=6'b001000;
s5:l=6'b010000;
s6:l=6'b100000;
default: l=6'b000000;
endcase
end
endmodule
==> ./run.sh <==
#!/bin/bash
# OpenROAD 26Q1-2900-gdf79404cd8, Yosys 0.63+post, stock flow scripts
make -C /OpenROAD-flow-scripts/flow DESIGN_CONFIG=/design/flow/config.mk WORK_HOME=/design/flow/orfs finish
==> ./config.mk <==
export PLATFORM = sky130hd
export DESIGN_NAME = lightchase
export DESIGN_NICKNAME = lightchase
export VERILOG_FILES = /design/flow/design.v
export SDC_FILE = /design/flow/constraint.sdc
export NUM_CORES = 4
export LEC_CHECK = 1
export CORE_AREA = 10 10 70 70
export DIE_AREA = 0 0 80 80
==> ./constraint.sdc <==
current_design lightchase

set clk_period 2.0
set clk_io_pct 0.2

create_clock -name clk0 -period $clk_period [get_ports {clk}]

set non_clock_inputs [all_inputs -no_clocks]
set_input_delay [expr $clk_period * $clk_io_pct] -clock clk0 $non_clock_inputs
set_output_delay [expr $clk_period * $clk_io_pct] -clock clk0 [all_outputs]
==> results.sh <==
# implementation run metrics
export IMPL_ys_types=18
export IMPL_cts_repair_resized=0
export IMPL_port_buffer_count=8
export IMPL_postCtsHoldBufs=0
export IMPL_period_minus_slack_ps=1580
export IMPL_drcViolationCount=0
export IMPL_top_cells_by_area="dfxtp_1 (46%), a22o_1 (11%), ha_1 (6.4%), clkbuf_1 (5.8%), a21oi_2 (4.5%)"
export IMPL_startpoint_type="register"
export IMPL_ys_seq_frac=0.4630
export IMPL_seqPwrFrac=0.537
export IMPL_post_route_period_util=0.7900
export IMPL_ys_seq_elements=9
export IMPL_grt_max_degree=7
export IMPL_top_area_cell="dfxtp_1"
export IMPL_swShare=0.2220
export IMPL_grt_util_met3=0.01364
export IMPL_clock_sinks=9
export IMPL_drive_gt1_frac=0.1277
export IMPL_ys_cells=42
export IMPL_netlist_area_leader_share=0.4630
export IMPL_io_pins=10
export IMPL_finalWirelength_um=806
export IMPL_ctsHtreeMaxLevel=1
export IMPL_drt_iter0_drc=10
export IMPL_cts_buffer_depth=2
export IMPL_clock_latency_ps=250
export IMPL_met1_usage=0.03087
export IMPL_top_usage_layer="met2"
export IMPL_cap_violations=0
export IMPL_dp_hpwl_um=615.1
export IMPL_slew_viol_final=0
export IMPL_skew_ps=0.8180
export IMPL_criticalPathCategory="register to register"
export IMPL_clkPwrFrac=0.388
export IMPL_worstHoldPathType="register to register"
export IMPL_yosysWarnings=1
export IMPL_track_usage=0.02718
export IMPL_yosys_area_sq_um=389.1
export IMPL_switching_power_mw=0.07828
export IMPL_drtPass1Iterations=4
export IMPL_core_area_sq_mm=0.003416
export IMPL_gr_total_overflow=0
export IMPL_pwr_share_comb=0.076
export IMPL_cts_tree="yes"
export IMPL_gp_routability_congestion=0.7130
export IMPL_vias=290
export IMPL_cp_end_kind="register"
export IMPL_final_hold_viol_count=0
export IMPL_postCtsSetupBuffers=0
export IMPL_rsz0062_at_grt="false"
export IMPL_fmax_mhz=632.9
export IMPL_antenna_cells=0
export IMPL_p_int_mw=0.2743
export IMPL_ant_nets=0
export IMPL_syn_inst=42
export IMPL_grt_pass1_vias=323
export IMPL_netlist_area_sq_um=389.1
export IMPL_cts_made_buffers=3
export IMPL_status="finished clean"
export IMPL_p_leak_nw=0.1953
export IMPL_clk_pin_slew_ps=60
export IMPL_setup_violations=0
export IMPL_die_h_um=80
export IMPL_fin_ws_ps=420.0
export IMPL_ir_drop_mv=0.2272
export IMPL_root_buffer="clkbuf_4"
export IMPL_die_w_um=80
export IMPL_cp_max_fo=6
export IMPL_warnings=25
export IMPL_rows=21
export IMPL_initCoreUtil=0.1139
export IMPL_area_growth_pct=34.41
export IMPL_grt_antenna_before_repair=0
export IMPL_use_met2=0.04414
export IMPL_routedWlPerCell_um=8.667
export IMPL_setup_tns_ps=0
export IMPL_syn_area_per_cell_sq_um=9.265
export IMPL_arrival_ps=1730
export IMPL_die_area_sq_mm=0.006400
export IMPL_post_place_ws_ps=314.8
export IMPL_required_ps=2150
export IMPL_power_density_mw_per_mm2=674.2
export IMPL_grt_pass1_wl_um=1421
export IMPL_routed_via_density=3.118
-- power by group through the flow --
stage	registers [mW]	clock network, mW	logic [mW]
CTS	0.189	0.142	0.0272
global route	0.190	0.155	0.0308
finish	0.189	0.137	0.0267
-- critical path, stage by stage (launching register included) --
cell and delay [ps]:
dfxtp_1 340, ha_1 210, ha_1 200, a211oi_1 350
nor3_2 130, a22o_1 250
-- per-stage QoR --
stage / std cells / utilization / power (mW) / instance area [sq um] / hold slack (ps)
after floorplan: 42 / - / 0.2089 / 389.1 / 447.6
after global placement: 89 / 0.1454 / 0.2193 / 496.7 / 471.3
after detailed placement: 89 / 0.1454 / 0.2197 / 496.7 / 477.7
after CTS: 93 / 0.1531 / 0.3587 / 523.0 / 489.9
after global routing: 93 / 0.1531 / 0.3763 / 523.0 / 536.1
final: 93 / 0.1531 / 0.3526 / 523.0 / 491.6
-- cell families (layout without fill, tap and decap cells) --
family	Yosys count	after routing	synth area share
AND-OR/OR-AND	12	12	0.2444
adder cells (fa/ha/maj)	2	2	0.06430
buffers and inverters	11	16	0.1157
flip-flops	9	9	0.4630
other	1	1	0.009637
AND/OR/NAND/NOR	7	7	0.1029
-- state kept, by name, summed over array words and instances, names as in the netlist --
register	flops
count	3
cs	6
-- final cells by class --
type / instances / area [sq um]
Timing Repair Buffer: 8 / 80.08
Multi-Input combinational cell: 22 / 163.9
Clock buffer: 4 / 26.28
Tap cell: 46 / 57.56
Inverter: 4 / 15.01
Sequential cell: 9 / 180.2
Fill cell: 403 / 2893
-- routing by layer --
layer  vias up  part of all wire
met3         0             0.063
met4         0                 0
met2         3              0.49
met1       134              0.44
li1        153                 -
met5         -                 0
-- path summary, 6_finish.rpt --
path                            slack, ps  cells after the start     to  startpoint
worst min-delay path                  490                      2  cs[0]       cs[0]
worst min register to register        490                      2  cs[0]       cs[0]
worst max-delay path                  420                      5  cs[3]    count[0]
worst max register to register        420                      5  cs[3]    count[0]
-- layout by cell type (no fill, tap or decap), types with 2 or more instances in the layout --
cell / Yosys / layout
dfxtp_1: 9 / 9
clkdlybuf4s50_1: 0 / 8
a22o_1: 5 / 5
inv_1: 4 / 4
clkbuf_4: 0 / 3
a21oi_2: 2 / 2
nand2_1: 2 / 2
a21oi_1: 2 / 2
ha_1: 2 / 2
-- cell usage after synthesis (all sizes together) --
| cell type | n |
|---|---|
| a21oi | 4 |
| nand3 | 1 |
| a211oi | 1 |
| nand2 | 2 |
| a22o | 5 |
| or3 | 1 |
| clkbuf | 6 |
| inv | 4 |
| buf | 1 |
| nor3b | 1 |
| conb | 1 |
| nor2 | 1 |
| dfxtp | 9 |
| ha | 2 |
| a211o | 1 |
| a22oi | 1 |
| nor3 | 1 |
No activity file was given, so power comes from the tool's default toggle rates.
